### ./config.mk
export PLATFORM = sky130hd
export DESIGN_NAME = sync_fifo
export DESIGN_NICKNAME = sync_fifo
export VERILOG_FILES = /design/flow/design.v
export SDC_FILE = /design/flow/constraint.sdc
export NUM_CORES = 4
export LEC_CHECK = 1
export CORE_UTILIZATION = 40
### ./constraint.sdc
current_design sync_fifo

set clk_period 5.2
set clk_io_pct 0.2

create_clock -name clk0 -period $clk_period [get_ports {clk}]

set non_clock_inputs [all_inputs -no_clocks]
set_input_delay [expr $clk_period * $clk_io_pct] -clock clk0 $non_clock_inputs
set_output_delay [expr $clk_period * $clk_io_pct] -clock clk0 [all_outputs]
### ./design.v
`timescale 1ns / 1ps
module sync_fifo #(
	parameter	DEPTH=8,
	parameter	WIDTH=32,	
	parameter	AF_LEVEL = 1,
	parameter	AE_LEVEL = 1,
  	parameter	DEPTH_LOG=$clog2(DEPTH)
)(
	input					clk, rstn,
	input					push, pop,	
	input 		[WIDTH-1:0]	din,
	output 		[WIDTH-1:0]	dout,
	output					full,empty,a_full,a_empty
);
	reg [WIDTH-1:0]		mem[DEPTH-1:0];
	reg [DEPTH_LOG-1:0]	wr_ptr, rd_ptr;
	reg [DEPTH_LOG  :0] diff_ptr;
	always @(posedge clk, negedge rstn)
	if	(!rstn)	begin
		for (int i=0;i<DEPTH;i++)	mem[i] = 0;
	end else if (push) begin
		mem[wr_ptr]	<= din;
	end
	always @(posedge clk, negedge rstn)
	if		(!rstn)	wr_ptr	<= 0;
	else if (push)	wr_ptr	<= wr_ptr + 1;
	always @(posedge clk, negedge rstn)
	if		(!rstn)	rd_ptr	<= 0;
	else if (pop)	rd_ptr	<= rd_ptr + 1;
	assign dout = mem[rd_ptr];
	always @(posedge clk, negedge rstn)
	if		(!rstn)	diff_ptr <= 0;
	else			diff_ptr <= diff_ptr + push - pop;	
	assign	full 	= diff_ptr >= DEPTH;
	assign	a_full	= diff_ptr >= DEPTH - AF_LEVEL;
	assign	empty	= diff_ptr == 0;
	assign	a_empty = diff_ptr <= AE_LEVEL;	
endmodule
module async_fifo #(		
	parameter	DEPTH=8,
	parameter	WIDTH=8,
  	parameter	DEPTH_LOG=$clog2(DEPTH)
)(
	input           	rstn,
	input           	wclk,	
	input           	push,	
	input [WIDTH-1:0] 	din,
	output          	full,
	input           	rclk,
	input           	pop,
	output [WIDTH-1:0] 	dout,	
	output          	empty
);
	reg  [WIDTH-1:0] 	mem [DEPTH-1:0];
	reg  [DEPTH_LOG:0] 	wptr_bin;       
	wire [DEPTH_LOG:0] 	wptr_gray;       
	reg  [DEPTH_LOG:0] 	rptr_gray_meta, rptr_gray_wclk; 
	reg  [DEPTH_LOG:0] 	rptr_bin;        
	wire [DEPTH_LOG:0] 	rptr_gray;   
	reg  [DEPTH_LOG:0] 	wptr_gray_meta, wptr_gray_rclk; 
	always @(posedge wclk or negedge rstn)
	if 		(!rstn)	for (int i=0;i<DEPTH;i++)	  mem[i] <= 0;		
	else if (push & ~full)	mem[wptr_bin[DEPTH_LOG-1:0]] <= din;
	always @(posedge wclk or negedge rstn)
	if 		(!rstn)			wptr_bin	<= 0;
	else if (push & ~full)	wptr_bin 	<= wptr_bin + 1;         
	assign wptr_gray 		= bin2gray(wptr_bin);	
	always @(posedge wclk or negedge rstn)
	if 		(!rstn)	begin
         rptr_gray_meta <= 0;
         rptr_gray_wclk <= 0;
    end else 		begin
         rptr_gray_meta <= rptr_gray;
         rptr_gray_wclk <= rptr_gray_meta;	 
    end   		
	assign full   = (wptr_gray[DEPTH_LOG-:2]  == ~rptr_gray_wclk[DEPTH_LOG-:2] ) &&
				    (wptr_gray[DEPTH_LOG-2:0] == rptr_gray_wclk[DEPTH_LOG-2:0]);			
	always @(posedge rclk or negedge rstn)
	if 		(!rstn)			rptr_bin <= 0;
	else if (pop & ~empty)	rptr_bin <= rptr_bin + 1;
	assign rptr_gray 		= bin2gray(rptr_bin);		
	always @(posedge rclk or negedge rstn)
	if 		(!rstn)	begin
		wptr_gray_meta  <= 0;
		wptr_gray_rclk  <= 0;
	end else		begin
		wptr_gray_meta <= wptr_gray;
		wptr_gray_rclk <= wptr_gray_meta;
	end
	assign empty	= (rptr_gray == wptr_gray_rclk);
	assign dout = mem[rptr_bin[DEPTH_LOG-1:0]];
	function [DEPTH_LOG:0] bin2gray ;
		input  [DEPTH_LOG:0] bin;
		begin
			bin2gray = (bin>>1) ^ bin;
		end
	endfunction
endmodule
### ./run.sh
#!/bin/bash
# OpenROAD 26Q1-2900-gdf79404cd8, Yosys 0.63+post, stock flow scripts
make -C /OpenROAD-flow-scripts/flow DESIGN_CONFIG=/design/flow/config.mk WORK_HOME=/design/flow/orfs finish
==> flow_summary.toml <==
# physical design summary
[global_routing]
grt_pass1_wl_um = 46400
antenna_found_initial = 0
gr-total-overflow = 0
grt_max_degree = 117
grt_pass1_vias = 7959
track_usage_pct = 20.2

[sta]
drv_slew = 0
relSlewSlack_pct = 49.5
setup_violations = 0
tns_ns = 0
fmax_mhz = 221
finalCriticalPeriod_ns = 4.52
finalHoldViolCount = 0
finalCritPeriodShare_pct = 87.0
tightest_slew_ns = 0.757
fin_skew_ns = 0.0146
rsz0062_at_grt = "no"

[cts]
clk_pin_slew_ns = 0.06
clock-sinks = 266
cts_root_buffer = "clkbuf_16"
cts_tree = "yes"
cts_buffers = 29
cts_max_path_buffers = 3
htree_levels = 1
cts_resized = 0
holdBufCountCts = 0
post_cts_buffers = 0
clk_latency_ns = 0.55

[synthesis]
yosys-top-cells-area = "dfrtp_1 (55%), mux2_2 (27%), a41oi_2 (4.0%), a222oi_1 (2.6%), a22o_1 (2.3%)"
yosysTopAreaCellShare_pct = 54.7
synth-warning-count = 2
synth.most_common_cell = "mux2_2"
netlist_top_cells_count = "mux2_2 (288), dfrtp_1 (266), nand2_1 (72)"
edf_count = 0
yosys-stat-cells = 877
synth_cells = 877
syn_area_mm2 = 0.0122
synth_area_per_cell_um2 = 13.9
synth.distinct_cells = 28
ys_ff = 266
yosys.area.top_type = "dfrtp_1"
synth-main-ff-cell = "dfrtp_1"
synth-async-reset-ratio_pct = 100
synth_seq_share_pct = 54.7
yosysChipArea_mm2 = 0.0122

[setup_path]
end_kind = "primary output"
cp_slowest_cell = "or4_1"
cp_num_buf_inv = 3
cp_max_fo = 22
cp_top_family = "simple AND/OR/NAND/NOR gates"
cp.arrival_ns = 3.48
cp-startpoint = "rd_ptr[0]"
crit_type = "flip-flop to primary output"
cpPeakStageDelay_ns = 0.58
crit_required_ns = 4.16
startpoint_type = "flip-flop"
crit_path_cell_trace = "inv_1 > ha_2 > or4_1 > or2_2 > buf_12 > a41oi_2 > clkdlybuf4s50_1"
reg2reg_from = "wr_ptr[0]"

[placed_design]
hpwl_um = 16500
port_buffers = 71
place.gp.congestion = 0.764

[routing]
drt_iter0_drc = 474
via_per_inst = 5.57
drcViolationCount = 0
ant_nets = 0
wl_um = 28700
wl_per_cell_um = 21.3
first_pass_iters = 6
num_vias = 7516
antennaDiodeCount = 0

[floorplan]
initial_core_util_pct = 40.9
io-pin-count = 72
num_rows = 63
core-area_mm2 = 0.0298
die_area_mm2 = 0.0311
die_height_um = 176
die-width_um = 176

[pwr]
peakVddDrop_mv = 0.413
power.density_mw_per_mm2 = 700
leakage_nw = 5.98

[job]
warning_count = 37
cap_violations = 0

[outcome]
status = "finished clean"

[cells_and_area]
drive_gt1_share_pct = 42.1
synthToLayoutAreaGrowth_pct = 17.4
final_core_util_pct = 48.0
nFillCells = 2601

[worst_hold_path]
min_path_type = "input pin to async pin"
cells in the final DEF, fill, tap and decap left out, drive strengths merged:
cell,count
o21ai,2
inv,16
nor2,2
or2,1
mux2,288
dfrtp,266
bufinv,2
xnor2,1
a31o,1
a21oi,3
nand3,4
nor3,32
clkinvlp,1
buf,23
nand2,72
clkbuf,43
a41oi,32
a22o,32
clkinv,6
a21o,1
fa,1
and2,2
clkdlybuf4s50,70
ha,19
nor2b,3
xor2,3
or4,1
a222oi,32
metrics by stage:
stage	cells	cell area [um2]	hold WS [ns]	total power (W)	worst slack [ns]
global route	1349	14300	0.372	0.0107	0.516
floorplan	877	12200	0.474	0.00631	1.30
finish	1349	14300	0.362	0.0100	0.678
global placement	1295	13300	0.482	0.00797	1.29
detailed placement	1295	13300	0.487	0.00804	1.26
CTS	1349	14300	0.368	0.0101	0.669
worst paths after layout:
| check | cells past startpoint | slack [ns] | endpoint |
|---|---|---|---|
| setup reg to reg | 5 | 2.89 | mem[3][19] |
| setup / recovery | 7 | 0.68 | dout[13] |
| hold / removal | 1 | 0.36 | mem[5][8] |
| min in group clk0 | 1 | 0.50 | mem[5][23] |
| max in group asynchronous | 2 | 3.71 | rd_ptr[2] |
| hold reg to reg | 1 | 0.50 | mem[5][23] |
metal layers:
metal | routed length, um | track usage (%) | part of all wire, % | up-vias
met5 | 0 | 0 | 0 | -
met4 | 639 | 3.70 | 2.2 | 0
met3 | 1250 | 3.54 | 4.4 | 42
met2 | 13700 | 31.7 | 48 | 134
met1 | 13100 | 30.7 | 46 | 3947
li1 | - | - | - | 3393
final cells by class:
| type | instances | area [um2] | area share [%] |
|---|---|---|---|
| clock inverters | 11 | 115 | 0.805 |
| clock buffers | 43 | 838 | 5.87 |
| flip-flops and latches | 266 | 6660 | 46.6 |
| inverters | 14 | 52.6 | 0.368 |
| well taps | 390 | 488 | 3.41 |
| repair buffers | 93 | 906 | 6.34 |
| multi-input cells | 532 | 5230 | 36.6 |
cells by family after synthesis:
logic type	share of synthesized area, %
AND-OR/OR-AND	9.43
XOR/XNOR	0.288
adder cells (fa/ha/maj)	2.12
buffers and inverters	2.71
flip-flops	54.7
multiplexers	26.6
AND/OR/NAND/NOR	4.13
report_power, final:
group	switching (W)	total, W	internal, W
clock network	0.000829	0.00204	0.00121
registers	0.000509	0.00363	0.00312
logic	0.00188	0.00434	0.00246
sequential cells by signal, indices dropped and copies added (netlist names):
signal and flops:
diff_ptr 4, wr_ptr 3, rd_ptr 3, mem 256
Power is estimated from default activity; no workload was simulated.
